File: design/flow/run.sh
#!/bin/bash
# OpenROAD 26Q1-2900-gdf79404cd8, Yosys 0.63+post, stock flow scripts
make -C /OpenROAD-flow-scripts/flow DESIGN_CONFIG=/design/flow/config.mk WORK_HOME=/design/flow/orfs finish
File: design/flow/config.mk
export PLATFORM = sky130hd
export DESIGN_NAME = top_clock
export DESIGN_NICKNAME = top_clock
export VERILOG_FILES = /design/flow/design.v
export SDC_FILE = /design/flow/constraint.sdc
export NUM_CORES = 4
export LEC_CHECK = 1
export CORE_UTILIZATION = 40
File: design/flow/constraint.sdc
current_design top_clock

set clk_period 6.0
set clk_io_pct 0.2

create_clock -name clk0 -period $clk_period [get_ports {clk}]

set non_clock_inputs [all_inputs -no_clocks]
set_input_delay [expr $clk_period * $clk_io_pct] -clock clk0 $non_clock_inputs
set_output_delay [expr $clk_period * $clk_io_pct] -clock clk0 [all_outputs]
File: design/flow/design.v
module clk_dll(rst, clk, out_clk);
  input clk, rst;
  output out_clk;
  reg out_clk;
  reg [24:0]cnt_clk;
  always@(posedge clk or negedge rst)
  begin
    if(!rst)
	begin
      out_clk = 0;
      cnt_clk = 0;
    end
    else
	begin  
      cnt_clk <= cnt_clk+1;
     if(cnt_clk == 4)
        cnt_clk <=0;
      else if(cnt_clk==0)
        out_clk = !out_clk;     
    end
  end    
endmodule
module clk_dll10(rst, clk, out_clk);
  input clk, rst;
  output out_clk;
  reg out_clk;
  reg [2:0]cnt_clk;
  always@(posedge clk or negedge rst)
  begin
    if(!rst)
	begin
      out_clk = 0;
      cnt_clk = 0;
    end
    else
	begin  
      cnt_clk <= cnt_clk+1;
     if(cnt_clk == 4)
        cnt_clk <=0;
      else if(cnt_clk==0)
        out_clk = !out_clk;     
    end
  end    
endmodule
module clk_dll3600(rst, clk, out_clk);
  input clk, rst;
  output out_clk;
  reg out_clk;
  reg [1:0]cnt_clk;
  always@(posedge clk or negedge rst)
  begin
    if(!rst)
	begin
      out_clk = 0;
      cnt_clk = 0;
    end
    else
	begin  
      cnt_clk <= cnt_clk+1;
     if(cnt_clk == 2)
        cnt_clk <=0;
      else if(cnt_clk==0)
        out_clk = !out_clk;     
    end
  end    
endmodule
module clk_dll36000(rst, clk, out_clk);
  input clk, rst;
  output out_clk;
  reg out_clk;
  reg [2:0]cnt_clk;
  always@(posedge clk or negedge rst)
  begin
    if(!rst)
	begin
      out_clk = 0;
      cnt_clk = 0;
    end
    else
	begin  
      cnt_clk <= cnt_clk+1;
     if(cnt_clk == 4)
        cnt_clk <=0;
      else if(cnt_clk==0)
        out_clk = !out_clk;     
    end
  end    
endmodule
module clk_dll60(rst, clk, out_clk);
  input clk, rst;
  output out_clk;
  reg out_clk;
  reg [1:0]cnt_clk;
  always@(posedge clk or negedge rst)
  begin
    if(!rst)
	begin
      out_clk = 0;
      cnt_clk = 0;
    end
    else
	begin  
      cnt_clk <= cnt_clk+1;
     if(cnt_clk == 2)
        cnt_clk <=0;
      else if(cnt_clk==0)
        out_clk = !out_clk;     
    end
  end    
endmodule
module clk_dll600(rst, clk, out_clk);
  input clk, rst;
  output out_clk;
  reg out_clk;
  reg [2:0]cnt_clk;
  always@(posedge clk or negedge rst)
  begin
    if(!rst)
	begin
      out_clk = 0;
      cnt_clk = 0;
    end
    else
	begin  
      cnt_clk <= cnt_clk+1;
     if(cnt_clk == 4)
        cnt_clk <=0;
      else if(cnt_clk==0)
        out_clk = !out_clk;     
    end
  end    
endmodule
module counter4(rst, in_clk, q, q2);
  input in_clk, rst;
  output [3:0]q, q2;
  reg [3:0]q,q2, temp;
  reg [2:0]flag;
  always@(posedge in_clk or negedge rst)
  begin
    if(!rst)
	begin
      temp<=0;
      q<=0;   
      q2<=0; 
      flag<=0;
    end    
    else
	begin 
      if(temp == 9)
        temp <= 0;
      else if(q==9)
        begin
        flag<=flag+1;
        temp<=temp+1;
        q2<=q2+1;
        end
      else
        temp<=temp+1;
      q <= temp;
      if(flag==2)
      begin
        if(q==3)
        begin
            flag<=0;
            temp<=1;
            q<=0;
            q2<=0;
        end
      end
    end 
  end  
endmodule 
module counter6(rst, in_clk, q);
  input in_clk, rst;
  output [3:0]q;
  reg [3:0]q, temp;
  always@(posedge in_clk or negedge rst)
  begin
    if(!rst)
	begin
      temp<=0;
      q<=0;    
    end    
    else
	begin 
      if(temp == 5)
        temp <= 0;
      else
        temp<=temp+1;
      q <= temp;
    end 
  end  
endmodule 
module counter9(rst, in_clk, q);
  input in_clk, rst;
  output [3:0]q;
  reg [3:0]q, temp;
  always@(posedge in_clk or negedge rst)
  begin
    if(!rst)
	begin
      temp<=0;
      q<=0;    
    end    
    else
	begin 
      if(temp == 9)
        temp <= 0;
      else
        temp<=temp+1;
      q <= temp;
    end 
  end  
endmodule 
module seg7(digit, seg);
  input [3:0] digit;
  output [6:0] seg;
  reg [6:0] seg;
  always@(digit)
  begin  
    case(digit)
     4'b0000 : seg = 7'b1000000;
     4'b0001 : seg = 7'b1111001;
     4'b0010 : seg = 7'b0100100;
     4'b0011 : seg = 7'b0110000;
     4'b0100 : seg = 7'b0011001;
     4'b0101 : seg = 7'b0010010;
     4'b0110 : seg = 7'b0000010;
     4'b0111 : seg = 7'b1111000;
     4'b1000 : seg = 7'b0000000;
     4'b1001 : seg = 7'b0010000;
    endcase
  end
endmodule
module top_clock(rst, clk, seg1, seg2, seg3, seg4, seg5, seg6);
  input  rst, clk;
  output[6:0] seg1, seg2, seg3, seg4, seg5, seg6;
  wire[3:0] digit1;
  wire[3:0] digit2;
  wire[3:0] digit3;
  wire[3:0] digit4;
  wire[3:0] digit5;
  wire[3:0] digit6;
  wire clk, out_clk0, out_clk1, out_clk2, out_clk3, out_clk4, out_clk5;
  clk_dll u0(rst, clk, out_clk0); 
  clk_dll10 u1(rst, out_clk0, out_clk1); 
  clk_dll60 u2(rst, out_clk1, out_clk2); 
  clk_dll600 u3(rst, out_clk2, out_clk3); 
  clk_dll3600 u4(rst, out_clk3, out_clk4); 
  clk_dll36000 u5(rst, out_clk4, out_clk5); 
  counter9 u6(rst, out_clk0, digit1); 
  counter6 u7(rst, out_clk1, digit2);
  counter9 u8(rst, out_clk2, digit3);
  counter6 u9(rst, out_clk3, digit4);
  counter4 u10(rst, out_clk4, digit5, digit6);
  seg7 u11(digit1, seg1);
  seg7 u12(digit2, seg2);
  seg7 u13(digit3, seg3);
  seg7 u14(digit4, seg4);
  seg7 u15(digit5, seg5);
  seg7 u16(digit6, seg6);
endmodule
==> report_table.html <==
<h3>Run summary</h3>
<table>
<tr><th>Metric</th><th>Value</th></tr>
<tr><th colspan="2">Worst setup path</th></tr>
<tr><td>Critical Path Sink Type</td><td>register</td></tr>
<tr><td>Critical Path Fanout Max</td><td>5</td></tr>
<tr><td>R2r worst-path depth</td><td>5</td></tr>
<tr><td>End point of the critical path</td><td>u0.cnt_clk[24]</td></tr>
<tr><td>Worst setup SP type</td><td>register</td></tr>
<tr><td>Worst r2r dst</td><td>u0.cnt_clk[24]</td></tr>
<tr><td>Data required time of the worst path</td><td>slightly above 6000 ps</td></tr>
<tr><td>Setup slack, reg-to-reg</td><td>4360 ps</td></tr>
<tr><td>Worst endpoint data arrival time</td><td>roughly 1800 ps</td></tr>
<tr><td>Worst R2R Start</td><td>u0.cnt_clk[0]</td></tr>
<tr><td>CP Cell Sequence</td><td>ha_1, nand3_1, nor4_2, nand4_1, xnor2_1</td></tr>
<tr><td>Critical path class</td><td>register to register</td></tr>
<tr><td>Worst setup path startpoint</td><td>u0.cnt_clk[0]</td></tr>
<tr><td>Library cell contributing the largest single delay on the critical path</td><td>sky130_fd_sc_hd__dfrtp_1</td></tr>
<tr><td>Max stage delay on crit path</td><td>approximately 400 ps</td></tr>
<tr><th colspan="2">STA</th></tr>
<tr><td>Min Clock Period, post-route</td><td>1640 ps</td></tr>
<tr><td>Register pins left without a clock</td><td>103</td></tr>
<tr><td>Fmax</td><td>around 0.61 GHz</td></tr>
<tr><td>Unrepaired setup endpoints after global routing</td><td>no</td></tr>
<tr><td>Setup tns final</td><td>0 ps</td></tr>
<tr><td>Worst-Margin Slew</td><td>about 790 ps</td></tr>
<tr><td>Slack of the critical path</td><td>~4400 ps</td></tr>
<tr><td>Worst hold-check slack</td><td>490 ps</td></tr>
<tr><td>Endpoints left unconstrained</td><td>145</td></tr>
<tr><td>Crit share post-route</td><td>0.274</td></tr>
<tr><td>Headroom to the max-slew limit</td><td>0.469</td></tr>
<tr><td>Hold Fails Final Rpt</td><td>0</td></tr>
<tr><td>Final number of max-transition violations</td><td>0</td></tr>
<tr><td>Final setup violation count</td><td>0</td></tr>
<tr><td>Fin Clk Skew</td><td>about 3.1 ps</td></tr>
<tr><th colspan="2">Global route</th></tr>
<tr><td>GRT Residual Overflow</td><td>0</td></tr>
<tr><td>Via count of the first global-routing pass</td><td>2,877</td></tr>
<tr><td>Pin count of the biggest net entering global routing</td><td>51</td></tr>
<tr><td>Number of antenna violations at the first check in global routing</td><td>0</td></tr>
<tr><td>Wire length of the first global-routing pass</td><td>~13,000 µm</td></tr>
<tr><td>Global routing usage summed across all routing layers</td><td>0.120</td></tr>
<tr><th colspan="2">Synth</th></tr>
<tr><td>Yosys stat area</td><td>slightly below 5000 µm²</td></tr>
<tr><td>Flip-flops with a built-in enable</td><td>0</td></tr>
<tr><td>Ys Warns</td><td>10</td></tr>
<tr><td>Dominant flop cell</td><td>sky130_fd_sc_hd__dfrtp_1</td></tr>
<tr><td>Share of flip-flops with an asynchronous set or reset after synthesis</td><td>0.674</td></tr>
<tr><td>Avg Inst Size Synth</td><td>around 10 µm²</td></tr>
<tr><td>Cells in synth_stat.txt</td><td>roughly 490</td></tr>
<tr><td>Mapped Area</td><td>around 4900 µm²</td></tr>
<tr><td>Tally of unique sky130hd cells used after synthesis</td><td>46</td></tr>
<tr><td>Synthesis-stage register bit count</td><td>129</td></tr>
<tr><td>Count of mapped cells out of synthesis</td><td>approximately 490</td></tr>
<tr><th colspan="2">Flow run</th></tr>
<tr><td>MaxCap Viol Count</td><td>0</td></tr>
<tr><td>Stage-log warning count</td><td>32</td></tr>
<tr><th colspan="2">Clock network</th></tr>
<tr><td>Clock Tree Root</td><td>sky130_fd_sc_hd__clkbuf_16</td></tr>
<tr><td>CTS H-Tree Depth</td><td>1</td></tr>
<tr><td>Cts bufs inserted</td><td>3</td></tr>
<tr><td>CTS hold repair buffers</td><td>0</td></tr>
<tr><td>Post-CTS resize count</td><td>0</td></tr>
<tr><td>Clock slew at the register clock pins of the worst setup and hold paths</td><td>~60 ps</td></tr>
<tr><td>TritonCTS clock tree</td><td>done</td></tr>
<tr><td>Source-to-sink clock delay at the later pin of the worst-skew pair</td><td>between 200 and 300 ps</td></tr>
<tr><td>Post-CTS repair timing setup buffer count</td><td>0</td></tr>
<tr><td>Bufs on Longest Clock Path</td><td>2</td></tr>
<tr><th colspan="2">Die</th></tr>
<tr><td>Core utilization before placement</td><td>0.412</td></tr>
<tr><td>Number of cell rows</td><td>roughly 40</td></tr>
<tr><td>Floorplan core area</td><td>between 10,000 and 15,000 µm²</td></tr>
<tr><td>Area of the chip</td><td>about 13,000 µm²</td></tr>
<tr><td>Die H</td><td>113 µm</td></tr>
<tr><td>IO Pins</td><td>44</td></tr>
<tr><td>Horizontal die size</td><td>about 110 µm</td></tr>
<tr><th colspan="2">Routing</th></tr>
<tr><td>Drt via density</td><td>around 4.8</td></tr>
<tr><td>Drt wl/cell</td><td>roughly 11 µm</td></tr>
<tr><td>Detailed-route DRC error count</td><td>0</td></tr>
<tr><td>Count of routing violations after the opening detailed-route iteration</td><td>238</td></tr>
<tr><td>Pre-Repair DR Iteration Count</td><td>4</td></tr>
<tr><td>Total via count in the routed design</td><td>~3,200</td></tr>
<tr><td>Antenna Nets Post-Route</td><td>0</td></tr>
<tr><td>Number of diodes</td><td>0</td></tr>
<tr><td>Total detailed-routing wirelength</td><td>a little over 7000 µm</td></tr>
<tr><th colspan="2">Placement</th></tr>
<tr><td>Count of buffers from port buffering</td><td>about 43</td></tr>
<tr><td>Placed inst area</td><td>about 5500 µm²</td></tr>
<tr><td>Minimum setup slack after placement</td><td>about 4400 ps</td></tr>
<tr><td>Cells after DPL</td><td>654</td></tr>
<tr><td>GPL Wtd Cong</td><td>roughly 0.77</td></tr>
<tr><td>DPL Wire Length</td><td>about 5400 µm</td></tr>
<tr><th colspan="2">Outcome</th></tr>
<tr><td>Run status</td><td>complete, no violations</td></tr>
<tr><th colspan="2">Final layout</th></tr>
<tr><td>Share of layout cells above drive strength 1</td><td>0.0333</td></tr>
<tr><td>Layout Area Growth over Synthesis</td><td>12.4%</td></tr>
<tr><td>Final cell utilization of the core</td><td>0.463</td></tr>
<tr><td>Post-route non-filler standard cell count</td><td>approximately 660</td></tr>
<tr><td>Area of all placed cells without fillers</td><td>~5600 µm²</td></tr>
<tr><th colspan="2">Power</th></tr>
<tr><td>Sw Pwr</td><td>0.0653 mW</td></tr>
<tr><td>Internal power</td><td>0.278 mW</td></tr>
<tr><td>Relative contribution of the clock network to total power</td><td>0.457</td></tr>
<tr><td>Reg power frac</td><td>0.510</td></tr>
<tr><td>IR Drop Worst-Case VDD</td><td>roughly 170 µV</td></tr>
<tr><td>Cell Pwr Density</td><td>approximately 62 nW/µm²</td></tr>
<tr><td>Leakage power figure</td><td>2.53 nW</td></tr>
<tr><td>Power consumption</td><td>~0.34 mW</td></tr>
<tr><td>Sw Share</td><td>0.190</td></tr>
<tr><td>Fraction of power consumed by combinational cells</td><td>0.033</td></tr>
<tr><th colspan="2">Min path</th></tr>
<tr><td>Worst hold path stage count</td><td>1</td></tr>
<tr><td>Path class of the lowest-slack min-delay path</td><td>register to register</td></tr>
</table>
Yosys cell counts (3+ instances only):
library cell / number / share of area
sky130_fd_sc_hd__xor2_1: 15 / 0.027
sky130_fd_sc_hd__buf_2: 4 / 0.0040
sky130_fd_sc_hd__nand3_1: 21 / 0.021
sky130_fd_sc_hd__o21a_1: 3 / 0.0046
sky130_fd_sc_hd__dfrtp_1: 87 / 0.44
sky130_fd_sc_hd__inv_1: 31 / 0.024
sky130_fd_sc_hd__nor4_1: 6 / 0.0076
sky130_fd_sc_hd__clkbuf_1: 20 / 0.015
sky130_fd_sc_hd__and3_1: 8 / 0.010
sky130_fd_sc_hd__dlxtn_1: 42 / 0.13
sky130_fd_sc_hd__nand2b_1: 12 / 0.015
sky130_fd_sc_hd__nor3b_1: 5 / 0.0076
sky130_fd_sc_hd__mux2_2: 3 / 0.0068
sky130_fd_sc_hd__nand4_1: 6 / 0.0076
sky130_fd_sc_hd__mux2i_1: 7 / 0.014
sky130_fd_sc_hd__nor2_1: 36 / 0.027
sky130_fd_sc_hd__o21ai_0: 21 / 0.021
sky130_fd_sc_hd__nor2b_1: 6 / 0.0076
sky130_fd_sc_hd__nor4_2: 3 / 0.0076
sky130_fd_sc_hd__xnor2_1: 31 / 0.055
sky130_fd_sc_hd__nand2_1: 39 / 0.030
sky130_fd_sc_hd__ha_1: 12 / 0.030
sky130_fd_sc_hd__nor3_1: 16 / 0.016
sky130_fd_sc_hd__a21oi_1: 27 / 0.027
worst min path at each step:
stage / startpoint / endpoint / slack, ps
final: u0.cnt_clk[24] / u0.cnt_clk[24] / 490
after global routing: u0.cnt_clk[24] / u0.cnt_clk[24] / 510
after CTS: u0.cnt_clk[24] / u0.cnt_clk[24] / 490
cell usage in the layout, fill, tap and decap left out, drive strengths merged, types with 3 or more instances in the layout:
master         instances
dfrtp                 87
clkdlybuf4s50         42
dlxtn                 42
nand2                 39
nor2                  36
inv                   31
xnor2                 31
a21oi                 27
nand3                 22
o21ai                 21
nor3                  18
xor2                  15
nand2b                12
ha                    12
nor4                   9
and3                   8
mux2i                  7
nor2b                  6
nand4                  6
nor3b                  5
clkbuf                 4
o21a                   3
mux2                   3
state kept, by name (all words and copies together), names as in the netlist, 7 cells and up:
name        count
u0.cnt_clk     25
u11.seg         7
u14.seg         7
u13.seg         7
u12.seg         7
u16.seg         7
u15.seg         7
per-layer routing:
| metal | global-route usage | routed length (µm) |
|---|---|---|
| met1 | 0.191 | 3670 |
| met2 | 0.201 | 3270 |
| met3 | 0.00764 | 115 |
| met4 | 0.00175 | 10 |
| met5 | 0 | 0 |
cell type report:
type	count	area [µm²]
inverters	31	116
repair buffers	44	435
multi-input cells	303	1930
well taps	147	184
flip-flops and latches	129	2810
fillers	1082	6450
clock buffers	4	88.8
kinds of logic (layout without fill, tap and decap cells):
| kind of cell | Yosys count | after routing | synth area share |
|---|---|---|---|
| buffers and inverters | 55 | 79 | 0.0427 |
| XOR/XNOR | 46 | 46 | 0.0814 |
| flip-flops | 87 | 87 | 0.440 |
| latches | 42 | 42 | 0.127 |
| AND-OR/OR-AND | 63 | 63 | 0.0726 |
| AND/OR/NAND/NOR | 171 | 171 | 0.182 |
| adder cells (fa/ha/maj) | 13 | 13 | 0.0324 |
| multiplexers | 10 | 10 | 0.0210 |
power by group through the flow:
stage | Sequential [mW] | Clock, mW | Combinational (mW)
CTS | 0.175 | 0.164 | 0.0127
global route | 0.175 | 0.171 | 0.0143
finish | 0.175 | 0.157 | 0.0114
critical path, delay by kind of cell, from the launching register on:
kind	cells	cell delay, ps
simple gates	3	740
fa+ha+maj	1	240
flops	1	400
xor+xnor	1	150
Power is estimated from default activity; no workload was simulated.
