`./run.sh`:
```
#!/bin/bash
# OpenROAD 26Q1-2900-gdf79404cd8, Yosys 0.63+post, stock flow scripts
make -C /OpenROAD-flow-scripts/flow DESIGN_CONFIG=/design/flow/config.mk WORK_HOME=/design/flow/orfs finish
```
`./config.mk`:
```
export PLATFORM = sky130hd
export DESIGN_NAME = async_cnt
export DESIGN_NICKNAME = async_cnt
export VERILOG_FILES = /design/flow/design.v
export SDC_FILE = /design/flow/constraint.sdc
export NUM_CORES = 4
export LEC_CHECK = 1
export CORE_AREA = 10 10 102 102
export DIE_AREA = 0 0 112 112
```
`./constraint.sdc`:
```
current_design async_cnt

set clk_period 1.7
set clk_io_pct 0.2

create_clock -name clk0 -period $clk_period [get_ports {clk}]

set non_clock_inputs [all_inputs -no_clocks]
set_input_delay [expr $clk_period * $clk_io_pct] -clock clk0 $non_clock_inputs
set_output_delay [expr $clk_period * $clk_io_pct] -clock clk0 [all_outputs]
```
`./design.v`:
```
module async_cnt (
    rst, clk, out0, out1,out2,out3
);
input rst, clk;
output [3:0] out0, out1, out2, out3;
wire clk1, clk2, clk3;
cnt10 u0(rst, clk, out0, clk1);
cnt10 u1(rst, clk1, out1, clk2);
cnt10 u2(rst, clk2, out2, clk3);
counter u3(rst, clk3, out3);
endmodule
module cnt10(rst, clk, out0, clk0);
input rst, clk;
output clk0;
output [3:0] out0;
reg out_clk;
reg [2:0] tmp2;
reg [3:0] out0, tmp;
always @(posedge clk or negedge rst) begin
    if(!rst)
    begin
        out0 <= 4'b0000;
        tmp <= 4'b0000;
    end
    else
    begin
        tmp <= tmp +1;
        out0 <= tmp;
    end    
end
always @(posedge clk or negedge rst) begin
    begin
        if(!rst)
        begin
            out_clk <=0;
            tmp2 <= 0;
        end
        else
        begin
            tmp2<=tmp2 +1;
            if(tmp2==4)
            tmp2<=0;
            else if(tmp2==0)
            out_clk <= ~out_clk;
        end
    end
end
assign clk0 = out_clk;
endmodule
module counter(rst, clk, q);
input rst, clk;
output [3:0] q;
reg [3:0] tmp_q, q;
always @(posedge clk or negedge rst) begin
    if(!rst)
    begin
        q <= 4'b0000;
        tmp_q <= 4'b0000;
    end
    else
    begin
        tmp_q <= tmp_q+1;
        q<=tmp_q;
    end
end
endmodule
```
==> results.cfg <==
; generated from flow reports
[yosys]
ys_cells = 93
flop_cell = dfrtp_1
yosysWarnings = 2
postSynthSeqShare_pct = 74.0
synth-edff-count = 0
top_cells_by_count = 44 x dfrtp_1, 10 x ha_1, 10 x inv_1
area_leaders = dfrtp_1 74%, ha_1 8.4%, xnor2_1 4.1%, inv_1 2.5%, xor2_1 2.4%
synth.most_common_cell = dfrtp_1
avgSynthCellArea_um2 = 16.0
synthArstFlopShare_pct = 100
syn_area_mm2 = 0.00149
synth_area_leader_cell = dfrtp_1
synth_cells = 93
synth_flops = 44
ys_types = 13
ys_area_mm2 = 0.00149
top_area_share_pct = 74.0

[setup_path]
crit_chain = clkdlybuf4s50_1
required_ns = 1.36
worstSetupEndpointType = output pin
path_buffers = 1
startpoint_type = flop
critPathMaxStageDelay_ns = 0.46
crit_type = flop to output pin
rr_endpoint = u0.tmp2[2]
critical_path.slowest_cell = clkdlybuf4s50_1
path_delay_family = buffers and inverters
rrSetupSlack_ns = 0.63
crit_fanout = 1
worstReg2RegStart = u0.tmp2[0]
reg2reg_depth = 4
cp.arrival_ns = 1.02

[min_path]
hold_path.class = primary input to async pin

[cts]
insertion_delay_ns = 0.24
cts.path.max_buffers = 2
ctsResizeCount = 0
cts_hold_buf = 0
numCtsBuffers = 3
path_clk_slew_ns = 0.05
h-tree-depth = 1
clock-root-buffer = clkbuf_8
cts_tree = yes
cts_setup_buffers = 0

[routing]
viasPerCell = 3.11
num_antenna_cells = 0
wire_per_inst_um = 8.74
drt_iter0_drc = 35
route.detailed.drc = 0
ant_nets = 0
via_count = 688
first_pass_iters = 2
wirelength_um = 1930

[timing]
setup_tns_ns = 0
setup_viol = 0
final_max_slew_viol_count = 0
slew_headroom_pct = 66.0
finalCriticalPeriod_ns = 1.36
rsz0062_at_grt = no
final_hold_viol_count = 0
tightest_slew_ns = 0.510
hold_ws_ns = 0.0796
clock_skew_ns = 0.00286
unconstrained_endpoints = 44
period_used_pct = 80.2
unclocked_regs = 32
timing.fmax_mhz = 733

[pwr]
power_density_mw_per_mm2 = 331
power_leakage_nw = 0.897
p_total_mw = 0.613
irDropWorstVdd_uv = 312

[die]
io_pins = 18
fp-utilization_pct = 18.1
dieHeight_um = 112
rows = 33
die_x_um = 112
core_area_mm2 = 0.00822
dieArea_mm2 = 0.0125

[global_route]
grt_usage_pct = 3.27
antenna_found_initial = 0
grt_pass1_wl_um = 3620
first_global_vias = 776
grt_overflow = 0
grt_max_degree = 23

[run]
tool_warnings = 28
maxCapViolations = 0

[final_layout]
logic_area_um2 = 349
n_fill_cell = 837
flop_area_mm2 = 0.00110
syn2layout_area_growth_pct = 24.6
drive_gt1_share_pct = 7.76

[placed_design]
portBuffers = 17
dp_hpwl_um = 1510
gp_congestion = 0.684

[status]
outcome = finished clean
worst max path at each step:
stage	from	endpoint	cells past startpoint
after global routing	u0.out0[0]	out0[0]	1
after CTS	u0.out0[0]	out0[0]	1
final	u0.out0[0]	out0[0]	1
through the flow:
stage | area, um^2 | utilization [%] | cells | worst slack [ns]
2_1_floorplan | 1490 | - | 93 | 0.689
3_3_place_gp | 1800 | 21.9 | 217 | 0.586
3_5_place_dp | 1800 | 21.9 | 217 | 0.590
4_1_cts | 1850 | 22.6 | 221 | 0.312
5_1_grt | 1850 | 22.6 | 221 | 0.292
6_report | 1850 | 22.6 | 221 | 0.337
area by class of cell:
| cell class | instances | area share (%) |
|---|---|---|
| sequential | 44 | 59.4 |
| timing repair buffer | 19 | 9.72 |
| multi-input combinational | 39 | 18.8 |
| inverter | 10 | 2.02 |
| clock buffer | 4 | 2.97 |
| tap | 105 | 7.09 |
registers in the layout (all words and copies together) (netlist names):
signal,flops
u2.out0,4
u2.out_clk,1
u0.tmp,4
u1.out_clk,1
u0.out_clk,1
u2.tmp2,3
u1.tmp,4
u1.tmp2,3
u0.out0,4
u0.tmp2,3
u3.tmp_q,4
u1.out0,4
u3.q,4
u2.tmp,4
routing by layer:
layer  wire, um  vias to the layer above  GRT usage (%)
li1           -                      340              -
met1        954                      340           4.42
met2        893                        8           5.44
met3         83                        0          0.706
met4          0                        0          0.423
met5          0                        -              0
power breakdown:
group | internal [mW] | switching [mW]
clock | 0.204 | 0.100
sequential | 0.285 | 0
combinational | 0.00379 | 0.0201
total | 0.493 | 0.120
cells by family (layout without fill, tap and decap cells):
logic type               Yosys count  count (layout)  synth area share (%)
AND-OR/OR-AND                      5               5                  2.02
flip-flops                        44              44                  74.0
buffers and inverters             10              33                  2.52
AND/OR/NAND/NOR                   10              10                  4.20
XOR/XNOR                          11              11                  6.48
multiplexers                       3               3                  2.35
adder cells (fa/ha/maj)           10              10                  8.41
placed cells by master, fill, tap and decap left out:
| master | instances |
|---|---|
| nor2_1 | 1 |
| clkbuf_8 | 4 |
| a21oi_1 | 3 |
| nand2b_4 | 1 |
| clkdlybuf4s50_1 | 16 |
| a21boi_0 | 2 |
| buf_2 | 1 |
| mux2_4 | 1 |
| dfrtp_1 | 44 |
| xnor2_1 | 7 |
| ha_1 | 10 |
| xor2_1 | 4 |
| mux2i_1 | 2 |
| buf_4 | 2 |
| nand3_1 | 4 |
| nand2b_1 | 4 |
| inv_1 | 10 |
Power figures rest on the tool's default switching activity, not on a simulated workload.
