==> /design/flow/design.v <==
module cnt0(rst, clk, out0);
input rst, clk;
output [3:0] out0;
reg [3:0] out0, tmp;
always @(posedge clk or negedge rst) begin
    if(!rst)
    begin
        out0 <= 4'b0000;
        tmp <= 4'b0000;
    end
    else
    begin
        tmp <= tmp +1;
        out0 <= tmp;
    end    
end
endmodule
module cnt1(rst, clk, out1);
input rst, clk;
output [3:0] out1;
reg seg_clk;
reg [2:0] tmp2;
reg [3:0] out1, tmp;
always @(posedge clk or negedge rst) begin
        if(!rst)
        begin
            seg_clk <=0;
            tmp2 <= 0;
        end
        else
        begin
            tmp2<=tmp2 +1;
            if(tmp2==4)
            tmp2<=0;
            else if(tmp2==0)
            seg_clk <= ~seg_clk;
        end
end
always @(posedge seg_clk or negedge rst) begin
    if(!rst)
    begin
        out1 <= 4'b0000;
        tmp <= 4'b0000;
    end
    else
    begin
        tmp <= tmp +1;
        out1 <= tmp;
    end    
end
endmodule
module cnt2(rst, clk, out2);
input rst, clk;
output [3:0] out2;
reg seg_clk;
reg [5:0] tmp2;
reg [3:0] out2, tmp;
always @(posedge clk or negedge rst) begin
    begin
        if(!rst)
        begin
            seg_clk <=0;
            tmp2 <= 0;
        end
        else
        begin
            tmp2<=tmp2 +1;
            if(tmp2==49)
            tmp2<=0;
            else if(tmp2==0)
            seg_clk <= ~seg_clk;
        end
    end
end
always @(posedge seg_clk or negedge rst) begin
    if(!rst)
    begin
        out2 <= 4'b0000;
        tmp <= 4'b0000;
    end
    else
    begin
        tmp <= tmp +1;
        out2 <= tmp;
    end    
end
endmodule
module cnt3(rst, clk, out3);
input rst, clk;
output [3:0] out3;
reg seg_clk;
reg [8:0] tmp2;
reg [3:0] out3, tmp;
always @(posedge clk or negedge rst) begin
    begin
        if(!rst)
        begin
            seg_clk <=0;
            tmp2 <= 0;
        end
        else
        begin
            tmp2<=tmp2 +1;
            if(tmp2==499)
            tmp2<=0;
            else if(tmp2==0)
            seg_clk <= ~seg_clk;
        end
    end
end
always @(posedge seg_clk or negedge rst) begin
    if(!rst)
    begin
        out3 <= 4'b0000;
        tmp <= 4'b0000;
    end
    else
    begin
        tmp <= tmp +1;
        out3 <= tmp;
    end    
end
endmodule
module sync_cnt (
    rst, clk, out0, out1,out2,out3
);
input rst, clk;
output [3:0] out0, out1, out2, out3;
cnt0 u0(rst, clk, out0);
cnt1 u1(rst, clk, out1);
cnt2 u2(rst, clk, out2);
cnt3 u3(rst, clk, out3);
endmodule
==> /design/flow/run.sh <==
#!/bin/bash
# OpenROAD 26Q1-2900-gdf79404cd8, Yosys 0.63+post, stock flow scripts
make -C /OpenROAD-flow-scripts/flow DESIGN_CONFIG=/design/flow/config.mk WORK_HOME=/design/flow/orfs finish
==> /design/flow/config.mk <==
export PLATFORM = sky130hd
export DESIGN_NAME = sync_cnt
export DESIGN_NICKNAME = sync_cnt
export VERILOG_FILES = /design/flow/design.v
export SDC_FILE = /design/flow/constraint.sdc
export NUM_CORES = 4
export LEC_CHECK = 1
export CORE_UTILIZATION = 40
==> /design/flow/constraint.sdc <==
current_design sync_cnt

set clk_period 2.4
set clk_io_pct 0.2

create_clock -name clk0 -period $clk_period [get_ports {clk}]

set non_clock_inputs [all_inputs -no_clocks]
set_input_delay [expr $clk_period * $clk_io_pct] -clock clk0 $non_clock_inputs
set_output_delay [expr $clk_period * $clk_io_pct] -clock clk0 [all_outputs]
==> deck_impl_summary.md <==
Implementation Results

Outcome
  • Outcome: finished, final reports clean

Power and ir drop
  • Comb power frac: 2.2%
  • Internal power of the cells: 0.695 mW
  • Worst vdd ir: 0.287 mV
  • Switching component of the power: 0.204 mW
  • Net switching fraction of the power: 22.7%
  • Pwr Total: 0.899 mW
  • P per Cell Area: 376 nW/um^2
  • Clock power share: 43.4%
  • Leak pwr: 1.05 nW
  • Part of the power in registers: 54.3%

Job
  • Max-Cap Viols: 0
  • Tool Warnings: 29

Clock tree
  • Number of H-tree levels: 2
  • Cells resized by post-CTS repair: 0
  • CTS tree: built
  • Number of setup buffers added after CTS: 0
  • Root Buffer Master: sky130_fd_sc_hd__clkbuf_8
  • Number of clock buffers inserted by TritonCTS: 5
  • Clk ins delay skew pair: 0.28 ns
  • Clock input transition at the sequential cells of the worst setup and hold paths: 0.07 ns
  • Post-cts hold-fix buffer tally: 0
  • CTS Buffer Depth: 2

Yosys
  • Post-Syn Instances: 157
  • Chip area estimate from yosys synthesis: 2050 um^2
  • Sequential area share after synthesis: 64.6%
  • Biggest area consumer among synthesized cells: sky130_fd_sc_hd__dfrtp_1
  • Synthesized area divided by synthesized cell count: 13.1 um^2
  • Tally of yosys warning messages: 4
  • Synthesis-stage register bit count: 53
  • Largest type area fraction: 64.6%
  • Library cells used by synthesis: 35
  • Area contributors post-synth: sky130_fd_sc_hd__dfrtp_1, sky130_fd_sc_hd__ha_1, sky130_fd_sc_hd__xnor2_1, sky130_fd_sc_hd__nand3_1, sky130_fd_sc_hd__inv_1
  • Yosys Instances: 157
  • Post-Syn Area: 2050 um^2
  • Async S/R FF share, synth: 100%
  • Main flop type after synthesis: sky130_fd_sc_hd__dfrtp_1
  • Number of flops mapped to enable cells by yosys: 0

Floorplanning
  • Standard cell core area: 4820 um^2
  • Count of standard-cell rows: 25
  • Fraction of the core area occupied by cells at floorplan: 42.6%
  • Die Span Y: 73.7 um
  • Horizontal die dimension: 73.7 um
  • DIE AREA: 5430 um^2
  • Io pins: 18

Place
  • Placement Setup Slack: 0.945 ns
  • Placed cell count: 237
  • Placer congestion estimate: 0.829
  • Dpl hpwl: 2070 um
  • Placed standard-cell area: 2300 um^2
  • Count of input and output buffers: 17

Route
  • Total length of routed wires: 2790 um
  • Remaining antenna violation count after routing: 0
  • Count of unresolved DRC violations after routing: 0
  • Vias: 1163
  • Wire per inst: 11.4 um
  • Drt first pass iters: 4
  • N_diodes: 0
  • Routed vias/inst: 4.75
  • Drt first-iter violations: 75

Critical path
  • Max Fanout on Critical Path: 1
  • Buffers and inverters on the worst path: 1
  • Crit path cell chain: clkdlybuf4s50_1
  • Arrival time worst endpoint: 1.07 ns
  • Standard cell with the maximum stage delay on the critical path: sky130_fd_sc_hd__clkdlybuf4s50_1
  • Worst r2r dst: u3.tmp2[2]
  • WP data required: 1.92 ns
  • Length in cells of the worst reg-to-reg path: 4
  • Setup crit end kind: output port
  • Reg-to-reg startpoint: u3.tmp2[0]
  • CP Launch Type: flop
  • R2R setup slack: 0.93 ns
  • Maximum cell stage delay along the critical path: 0.46 ns
  • Kind of cell with the highest combined delay on the critical path: buffers and inverters
  • Critical path class: reg2out

STA
  • Peak Freq: 645 MHz
  • Pins Over Slew Limit: 0
  • Worst slew pin tran: 0.489 ns
  • Count of unclocked register or latch pins: 24
  • Setup skew after layout: 0.00898 ns
  • Unrepaired setup endpoints after global routing: no
  • Max transition margin: 67.4%
  • Final number of hold-violating endpoints: 0
  • Post-route fraction of the period consumed by the critical path: 64.6%
  • Total Negative Setup Slacks: 0 ns
  • Endpoints left unconstrained: 36
  • Final-report setup violation count: 0
  • Worst-case setup margin in the final layout: 0.851 ns
  • Shortest clock period the worst path allows after layout: 1.55 ns

Global routing
  • Antenna violations before repair: 0
  • Pin count of the biggest net entering global routing: 33
  • Wire length of the first global-routing pass: 4870 um
  • Number of global-route vias before repair: 1097
  • Grt total ovfl: 0
  • Global-route usage over all layers: 12.0%

Layout
  • Layout area overhead: 16.3%
  • Area of combinational cells with multiple inputs: 653 um^2
  • Layout Cell Area excl Fill: 2390 um^2
  • Share of final-layout standard cells stronger than drive strength 1: 10.1%
  • Area occupied by registers: 1330 um^2
  • Layout fillers: 426
  • Final standard cell count with taps included and fillers excluded: 245

Min path
  • Class of the most critical hold timing path: in2async
[worst register-to-register path, delay by kind of cell, from the launching register on]
family                     cells  cell delay (ns)
adders and majority gates      1             0.29
DFF                            1             0.42
and+or+nand+nor                3             0.65
[state kept, by name, indices dropped and copies added (netlist names), 4 cells and up]
register / cells
u3.tmp2: 9
u2.tmp2: 6
u0.out0: 4
u0.tmp: 4
u1.out1: 4
u1.tmp: 4
u2.out2: 4
u2.tmp: 4
u3.out3: 4
u3.tmp: 4
[power by group through the flow]
stage	logic (mW)	clock network (mW)	registers, mW
after CTS	0.0217	0.409	0.488
after global routing	0.0242	0.424	0.488
final	0.0200	0.391	0.488
[through the flow]
step | util [%] | hold slack (ns)
2_1_floorplan | - | 0.184
3_3_place_gp | 47.7 | 0.390
3_5_place_dp | 47.7 | 0.396
4_1_cts | 49.6 | 0.164
5_1_grt | 49.6 | 0.187
6_report | 49.6 | 0.160
[Yosys cell counts (2+ instances only)]
cell type,number
sky130_fd_sc_hd__nand2_1,4
sky130_fd_sc_hd__nand3_1,10
sky130_fd_sc_hd__o22ai_1,2
sky130_fd_sc_hd__nor4_1,3
sky130_fd_sc_hd__inv_1,13
sky130_fd_sc_hd__nor3_1,4
sky130_fd_sc_hd__o21ai_0,3
sky130_fd_sc_hd__buf_4,2
sky130_fd_sc_hd__a21oi_1,6
sky130_fd_sc_hd__ha_1,11
sky130_fd_sc_hd__xnor2_1,10
sky130_fd_sc_hd__nand4b_1,2
sky130_fd_sc_hd__nand3b_1,2
sky130_fd_sc_hd__xor2_1,4
sky130_fd_sc_hd__clkbuf_1,3
sky130_fd_sc_hd__nor2_1,6
sky130_fd_sc_hd__nor2b_1,2
sky130_fd_sc_hd__dfrtp_1,53
[placed cells by master, fill, tap and decap left out, types with 5 or more instances in the layout]
cell type,n
sky130_fd_sc_hd__ha_1,11
sky130_fd_sc_hd__nand3_1,10
sky130_fd_sc_hd__dfrtp_1,53
sky130_fd_sc_hd__xnor2_1,10
sky130_fd_sc_hd__clkbuf_8,5
sky130_fd_sc_hd__a21oi_1,6
sky130_fd_sc_hd__clkdlybuf4s50_1,16
sky130_fd_sc_hd__nor2_1,6
sky130_fd_sc_hd__inv_1,13
[worst max path at each step]
| stage | cells after the start | start | end | slack, ns |
|---|---|---|---|---|
| 4_1_cts | 1 | u0.out0[2] | out0[2] | 0.83 |
| 5_1_grt | 1 | u0.out0[3] | out0[3] | 0.81 |
| 6_report | 1 | u0.out0[1] | out0[1] | 0.85 |
[per-layer routing]
metal / wire length, um / GRT usage (%) / vias up
met1: 1380 / 20.5 / 580
met5: 0 / 0 / -
met3: 77 / 2.36 / 2
li1: - / - / 570
met2: 1310 / 17.3 / 11
met4: 21 / 1.50 / 0
[logic make-up after synthesis]
| logic type | count (synthesis) | share of synthesized area [%] |
|---|---|---|
| flip-flops | 53 | 64.6 |
| AND/OR/NAND/NOR | 42 | 12.9 |
| buffers and inverters | 18 | 3.65 |
| adder cells (fa/ha/maj) | 11 | 6.70 |
| XOR/XNOR | 14 | 5.97 |
| multiplexers | 2 | 1.04 |
| AND-OR/OR-AND | 17 | 5.18 |
[cell type report]
cell class / instances / share of cell area (%)
Tap cell: 67 / 3.51
Clock inverter: 3 / 0.943
Clock buffer: 5 / 2.88
Inverter: 13 / 2.04
Timing Repair Buffer: 18 / 7.75
Sequential cell: 53 / 55.5
Multi-Input combinational cell: 86 / 27.3
No activity file was given, so power comes from the tool's default toggle rates.
